[design/flow/design.v]
module counter_lab2
	#(parameter width=4)
	(
	input wire [width-1:0] Invalue,
	input wire UP,RESET,
	input wire Load,CLK,
	output reg FULL,
	output reg [width-1:0] Count);
	always@(posedge CLK) 
	begin
	if (RESET == 1'b1) begin
	Count <= 1'b0;
	end
	else	begin 
	if (Load == 1'b1) begin
	Count <= Invalue;
	end
	else 	begin 
	if (UP == 1'b1) begin 
	Count <= Count + 1;
	if (Count == 4'd15) begin
	FULL <= 1'b1;
	end
	else 	begin
	FULL <= 1'b0;
	end
	end
	else	begin
	Count <= Count;
	end	
	end
	end
	end
endmodule
[design/flow/run.sh]
#!/bin/bash
# OpenROAD 26Q1-2900-gdf79404cd8, Yosys 0.63+post, stock flow scripts
make -C /OpenROAD-flow-scripts/flow DESIGN_CONFIG=/design/flow/config.mk WORK_HOME=/design/flow/orfs finish
[design/flow/config.mk]
export PLATFORM = sky130hd
export DESIGN_NAME = counter_lab2
export DESIGN_NICKNAME = counter_lab2
export VERILOG_FILES = /design/flow/design.v
export SDC_FILE = /design/flow/constraint.sdc
export NUM_CORES = 4
export LEC_CHECK = 1
export CORE_AREA = 10 10 70 70
export DIE_AREA = 0 0 80 80
[design/flow/constraint.sdc]
current_design counter_lab2

set clk_period 1.1
set clk_io_pct 0.2

create_clock -name clk0 -period $clk_period [get_ports {CLK}]

set non_clock_inputs [all_inputs -no_clocks]
set_input_delay [expr $clk_period * $clk_io_pct] -clock clk0 $non_clock_inputs
set_output_delay [expr $clk_period * $clk_io_pct] -clock clk0 [all_outputs]
==> impl_metrics.toml <==
# flow metrics
[outcome]
status = "complete, but fails checks"
violations = "setup timing"

[clocking]
cts_tree = "built"
htree_levels = 1
ctsHoldBuffers = 0
clock_latency_ps = 240
cts_root_buffer = "clkbuf_4"
cts_buffers = 3
clockBufferDepth = 2
clkSinkCount = 5
cts.clk_slew.worst_paths_ps = 40

[power]
power_uw = 551
power.density_nw_per_um2 = 1070
power.leakage_nw = 0.221
vdd_drop_max_mv = 0.470

[final_timing]
period_used_share = 1.06
relSlewSlack = 0.846
fmax_mhz = 859
fin_worst_skew_ps = 1.68
whs_ps = 609
setup_ws_ps = -64.7
rsz0062_at_grt = "yes"
hold_violations = 0
final-setup-viol-count = 1
worstMarginPinSlew_ps = 230
drv_slew = 0
min_period_ps = 1160

[yosys]
ys_warn_count = 1
postSynthSeqShare = 0.442
ys_ff = 5
muxShareOfSynthArea = 0.126
logic_family = "simple AND/OR/NAND/NOR gates"
syn_avg_cell_area_um2 = 9.96
synth_cells = 25
top_area_frac = 0.322
syn_area_um2 = 249
yosys_area_um2 = 249
xor_area_frac = 0.106
synthAdderAreaFrac = 0.0503
yosys.area.top_type = "dfxtp_1"
ys_cells = 25
synthTopCellsByArea = "dfxtp_1 (32%), edfxtp_1 (12%), mux2i_1 (8.0%)"
aoi_share = 0.101
synth_cell_type_count = 16
ys_sh_simple = 0.126

[job]
maxCapViolCount = 0
tool_warnings = 27

[setup_path]
worstSetupEndpointType = "flop"
cp_slowest_stage_delay_ps = 320
crit_path_cell_trace = "buf_6 -> ha_4 -> mux2_4 -> mux2i_1 -> nor2_1"
cp_max_fo = 2
crit_path_top_delay_cell = "dfxtp_2"
cp-start-kind = "flop"
crit_type = "flop to flop"
required_ps = 1230
worstPathArrival_ps = 1290

[drt]
drt-pass1-iter-count = 2
met1Wirelength_um = 535
wl_um = 839
drt-wirelength-per-cell_um = 9.02
routed.top_layer = "met3"
route.detailed.drc = 0
vias_per_cell = 2.61
vias = 243
diodes = 0
drtAntennaViolNets = 0
wl_met2_um = 197
met3_length_um = 106
drt_iter0_drc = 5

[placement]
place_congestion = 0.779
hpwl_um = 682
portBuffers = 12
placed_area_um2 = 464
dp_cells = 87

[global_routing]
grt_overflow = 0
grt_max_degree = 7
grt_pass1_vias = 277
antenna_found_initial = 0
grt_pass1_wl_um = 1440
globalRouteTotalUtil = 0.0297

[floorplan]
row_count = 21
io_pins = 13
die_h_um = 80
die_w_um = 80
die_area_um2 = 6400
fp_util = 0.0729
core_area_um2 = 3420

[cells_and_area]
area_growth_pct = 107
layout-drive-gt1-share = 0.362
stdcell_area_um2 = 515
fin_cells = 93

[min_path]
min_path_type = "primary input to flop"
where the power goes:
group	leakage, nW	switching [mW]	internal [mW]	total [mW]
combinational	0.163	0.0436	0.0845	0.128
clock	0.0150	0.0738	0.137	0.211
sequential	0.0428	0.00932	0.203	0.212
total	0.221	0.127	0.424	0.551
through the flow:
step,setup slack (ps),TNS (ps),utilization
floorplan,7.40,0,-
global placement,-289,-1120,0.136
detailed placement,-316,-1210,0.136
CTS,-61.1,-61.1,0.152
global route,-141,-141,0.151
finish,-64.7,-64.7,0.151
cells in the final DEF (no fill, tap or decap), drive strengths merged:
| cell type | count |
|---|---|
| clkdlybuf4s15 | 1 |
| nor3b | 1 |
| and3 | 1 |
| clkbuf | 5 |
| inv | 2 |
| dlygate4sd2 | 4 |
| buf | 7 |
| a21oi | 2 |
| nor2 | 2 |
| nand4 | 1 |
| ha | 1 |
| edfxtp | 1 |
| mux2i | 2 |
| nand2 | 1 |
| clkdlybuf4s50 | 6 |
| dfxtp | 4 |
| mux2 | 1 |
| xor2 | 1 |
| o21a | 2 |
| xnor2 | 2 |
layer usage:
layer  track usage  vias up
met4             0        0
met3        0.0250        0
li1              -      133
met5             0        -
met1        0.0483       95
met2        0.0273       15
critical path, delay by kind of cell, from the launching register on:
family	cells	cell delay, ps
fa+ha+maj	1	200
buf+inv	1	110
flops	1	320
mux	2	370
simple gates	1	60
synth_stat cells:
master,number
a21oi_1,2
and3_1,1
buf_2,1
dfxtp_1,4
edfxtp_1,1
ha_1,1
inv_1,2
mux2_1,1
mux2i_1,2
nand2_1,1
nand4_1,1
nor2_1,2
nor3b_1,1
o21a_1,2
xnor2_1,2
xor2_1,1
final cells by class:
cell class | instances | area, um2
fillers | 399 | 2900
repair buffers | 19 | 166
well taps | 46 | 57.6
flip-flops and latches | 5 | 115
multi-input cells | 17 | 143
inverters | 2 | 7.51
clock buffers | 4 | 26.3
cell families (layout without fill, tap and decap cells):
| family | Yosys count | after routing |
|---|---|---|
| AND-OR/OR-AND | 4 | 4 |
| AND/OR/NAND/NOR | 6 | 6 |
| XOR/XNOR | 3 | 3 |
| adder cells (fa/ha/maj) | 1 | 1 |
| flip-flops | 5 | 5 |
| buffers and inverters | 3 | 25 |
| multiplexers | 3 | 3 |
repair_timing:
item / CTS / global route
gates resized: 12 / 2
endpoints found under the hold margin: 0 / 0
pin swaps: 2 / 1
endpoints found under the setup margin: 8 / 3
buffers inserted: 3 / 0
worst paths after layout:
| kind | from | to | slack [ps] | cells past startpoint |
|---|---|---|---|---|
| min | Invalue[0] | Count[0] | 610 | 3 |
| max reg2reg | Count[1] | Count[1] | -60 | 5 |
| min reg2reg | Count[2] | Count[2] | 660 | 3 |
| max | Count[1] | Count[1] | -60 | 5 |
state kept, by name, summed over array words and instances (netlist names):
name	count
Count	4
FULL	1
Power is estimated from default activity; no workload was simulated.
